**./config.mk**
```make
export PLATFORM = sky130hd
export DESIGN_NAME = b32reg
export DESIGN_NICKNAME = b32reg
export VERILOG_FILES = /design/flow/design.v
export SDC_FILE = /design/flow/constraint.sdc
export NUM_CORES = 4
export LEC_CHECK = 1
export CORE_AREA = 10 10 106 106
export DIE_AREA = 0 0 116 116
```
**./run.sh**
```bash
#!/bin/bash
# OpenROAD 26Q1-2900-gdf79404cd8, Yosys 0.63+post, stock flow scripts
make -C /OpenROAD-flow-scripts/flow DESIGN_CONFIG=/design/flow/config.mk WORK_HOME=/design/flow/orfs finish
```
**./design.v**
```verilog
`timescale 1ns/1ns
module b32reg(input [31:0] in, input clk, rst, output reg [31:0] out);
  always@(posedge clk, posedge rst) begin
    if(rst)
      out = 31'b0;
    else
      out <= in;
  end
endmodule
```
**./constraint.sdc**
```tcl
current_design b32reg

set clk_period 1.0
set clk_io_pct 0.2

create_clock -name clk0 -period $clk_period [get_ports {clk}]

set non_clock_inputs [all_inputs -no_clocks]
set_input_delay [expr $clk_period * $clk_io_pct] -clock clk0 $non_clock_inputs
set_output_delay [expr $clk_period * $clk_io_pct] -clock clk0 [all_outputs]
```
==> impl.org <==
* Implementation run

** Status
- Run status :: finished clean

** Die
- During I/O placement, the number of pins put on the boundary was about 66.
- Count of standard-cell rows :: 34
- Chip height :: roughly 120 µm
- Core utilization before placement :: 0.0909
- The floorplan step set the die width to 116 µm.
- The core region is between 8000 and 9000 µm².
- Total die area :: ~13000 µm²

** Pwr
- Across the VDD grid, the largest voltage drop is between 0.5 and 0.6 mV.
- Power per standard cell area :: ~1700 nW/µm²
- Post-layout total power :: about 2600 µW
- In this run the static leakage power is approximately 0.00069 µW.

** Worst setup path
- Critical-path cell with the highest stage delay :: dfrtp_1
- STA classifies the critical path startpoint as a register.
- Top cell family by delay on the critical path :: flip-flops
- Setup CP Type :: reg2out
- The timing report notes that buffer and inverter cells on the critical path total 1.
- Required time at the worst-slack endpoint :: approximately 0.80 ns
- Data arrival time of the critical path :: ~0.76 ns
- Largest driver fanout on the critical path :: 1
- Cell-by-cell listing of the critical path :: buf_2
- Delay of the slowest cell on the worst path :: roughly 0.37 ns
- Nature of the critical path endpoint :: primary output
- All stages included, the depth of the critical timing path comes to 1.

** Clock tree
- H-tree depth reported by CTS :: 2
- TritonCTS built the clock tree.
- CTS clk-pin slew, worst paths :: 0.06 ns
- The tree built by TritonCTS fans out to 32 sinks.
- Maximum buffer depth of the clock tree :: 2
- TritonCTS Buffers :: 5
- Looking at the clock tree report, the root buffer type is clkbuf_8.

** Finish
- Finished Layout Cells :: ~220
- Fraction of final layout cells with drive strength greater than 1 :: 0.370
- Area Growth Syn to Fin :: 92.4%
- The register with the most flip-flops in the layout has 32 of them.
- Multi-input gate area :: 0 µm²
- Registers with the highest flip-flop counts :: out (32)
- Register with the most flip-flops :: out
- Multi-input gate count :: 0

** Global route
- Total global-route track usage :: 0.0389
- The first global-routing pass estimated roughly 4000 µm of wire.
- Initial antenna violation count :: 0
- Pin count of the biggest net entering global routing :: 26
- The number of global-route vias before repair is between 600 and 700.
- After global routing the overflow that remains totals 0.

** STA
- Final count of hold timing violations :: 0
- In this run the tightest slew margin relative to its limit is 0.905.
- Unrepaired setup endpoints after global routing :: true
- Measured slew at the worst slew-check pin :: approximately 0.14 ns
- In the final report, the number of pins over their slew limit comes to 0.
- Per the timing report, the achievable frequency comes out to 1.04 GHz.
- Post-route period utilization is reported as 0.965.
- Sum of negative setup slack :: 0 ns
- Count of endpoints failing setup in the final report :: 0
- The final timing report derives a shortest allowable period of roughly 0.96 ns.

** Drt
- Routed wl met2 :: between 1000 and 1500 µm
- Summed over all nets, wire length on met3 after detailed routing comes to between 500 and 600 µm.
- Vias per Instance :: 2.51
- In the final routed layout, each cell accounts on average for about 13 µm.
- Wires add up to ~2700 µm.
- Remaining routing DRC violations :: 0
- Iteration-0 DRC count of the detailed router :: 6
- Before antenna repair, the detailed router went through 2 iterations.
- The routed layout has ~540 vias.
- Antenna viol nets, final :: 0
- Highest layer used for signal routing :: met3
- N_diodes :: 0
- The detailed router put a total of between 1000 and 1500 µm of wire on met1.

** Flow run
- The number of warnings reported in the stage logs is 26.
- Total of max-cap violations :: 0

** Logic synthesis
- Number of distinct library cells after synthesis :: 2
- Of the synthesized area, sequential elements account for 0.995.
- After synthesis, the mean cell area works out to 24.4 µm².
- Of all cell types, the one taking the most synthesized area is dfrtp_1.
- Summing every instance area after synthesis gives ~800 µm².
- Yosys reported that registers with async set or reset make up 1.00.
- Counting flops with a built-in enable in the synthesized netlist gives 0.
- In the post-synthesis netlist, the biggest area contributors are dfrtp_1, inv_1.
- The most used flip-flop cell after synthesis is dfrtp_1.
- By instance count, the leading cell after synthesis is dfrtp_1.
- The synthesized instance count is 33.
- The area fraction of the largest cell type after synthesis is 0.995.
- According to the Yosys statistics, the synthesized design has a chip area of 805 µm².
- In the Yosys report the total cell count is 33.
- Synthesized flop and latch total :: 32
- The warning tally printed by Yosys for this design is 1.
- Most frequent cells after synthesis :: dfrtp_1, inv_1

** Placed design
- Buffers added on ports :: 65
- Per the placement report, the placed cell count is about 210.
- Weighted congestion at the end of routability-driven global placement :: between 0.6 and 0.7

** Worst hold path
- The path class of the tightest hold or removal check is in2async.
stage by stage:
stage | utilization | worst slack, ns | hold WS (ns) | instance area (µm²)
5_1_grt | 0.175 | -0.00356 | 0.288 | 1550
4_1_cts | 0.175 | 0.0163 | 0.280 | 1550
2_1_floorplan | - | 0.109 | 0.231 | 805
3_5_place_dp | 0.183 | -0.0192 | 0.567 | 1620
3_3_place_gp | 0.183 | -0.0201 | 0.557 | 1620
6_report | 0.175 | 0.0354 | 0.287 | 1550
per-layer routing:
metal,GRT usage,vias to the layer above
met5,0,-
met4,0.00334,0
met3,0.0345,0
met2,0.0538,53
met1,0.0462,245
li1,-,245
final timing paths:
| kind | to | start | slack (ns) |
|---|---|---|---|
| worst max-delay path | out[27] | out[27] | 0.04 |
| worst min-delay path | out[4] | rst | 0.29 |
| max in group asynchronous | out[10] | rst | 0.55 |
| min in group clk0 | out[13] | in[13] | 0.36 |
power breakdown:
part           total (µW)  switching, µW  internal, µW
Clock                 977            417           560
Sequential           1370           13.5          1360
Combinational         226           62.1           164
cell type report:
type | count | area, µm²
repair buffers | 67 | 518
inverters | 1 | 3.75
fillers | 998 | 7300
well taps | 108 | 135
clock buffers | 8 | 90.1
flip-flops and latches | 32 | 801
kinds of logic (layout without fill, tap and decap cells):
logic type / count (synthesis) / in the layout / share of synthesized area
buf+inv: 1 / 76 / 0.00466
flops: 32 / 32 / 0.995
cell usage in the layout, fill, tap and decap left out:
master,n
buf_12,1
buf_2,32
buf_4,1
clkbuf_1,2
clkbuf_8,6
clkdlybuf4s50_1,33
dfrtp_1,32
inv_1,1
timing repair:
item | in CTS | in global routing
hold buffers | 0 | 0
setup buffers | 0 | 0
setup endpoints to repair | 32 | 1
resized | 104 | 0
Power figures rest on the tool's default switching activity, not on a simulated workload.
